==> flow/design.v <==
module vending_machine_topmodule(CLOCK_50, KEY, SW, LEDG, HEX0, HEX1, HEX2, HEX3, LEDR);
  input CLOCK_50;
  input [2:0] KEY;
  input [7:0] SW;
  output [7:0] LEDG;
  output [6:0] HEX0, HEX1, HEX2, HEX3;
  output [3:0] LEDR;
  wire [11:0] money;
  wire clk;
  wire btnC,btnR,btnL;
  wire btnCclk,btnLclr,btnRclr;
  wire [3:0] thos,huns,tens,ones;
  assign btnC = KEY[2];
  assign btnR = KEY[0];
  assign btnL = KEY[1];
  clkdown use1 (CLOCK_50, clk);
  vending_machine vm( .clk(clk), .coin1(btnR), .coin2(btnL), .select(SW[3:0]), .buy(btnC),
                      .load(SW[7:4]), .money(money), .products(LEDG[3:0]), .outofstock(LEDG[7:4]));
  binarytoBCD bcd1(money,thos,huns,tens,ones);
  decoder_7seg inst0 (ones, HEX0);
  decoder_7seg inst1 (tens, HEX1);
  decoder_7seg inst2 (huns, HEX2);
  decoder_7seg inst3 (thos, HEX3);
endmodule
module vending_machine(clk,coin1,coin2,select,buy,load,money,products,outofstock);
  input clk;
  input coin1;  
  input coin2;  
  input [3:0] select;
  input buy;
  input [3:0] load;
  output reg [11:0] money=0;
  output reg [3:0] products=0;
  output reg [3:0] outofstock=0;
  reg coin1_prev,coin2_prev;
  reg buy_prev;
  reg [3:0] stock1=4'b1111;
  reg [3:0] stock2=4'b1111;
  reg [3:0] stock3=4'b1111;
  reg [3:0] stock4=4'b1111;
  always @ (posedge clk) begin
    coin1_prev <= coin1; coin2_prev <= coin2; buy_prev <= buy;
    if (coin1_prev == 1'b0 && coin1 == 1'b1) money <= money + 12'd25;
    else if (coin2_prev == 1'b0 && coin2 == 1'b1) money <= money + 12'd100;
    else if (buy_prev == 1'b0 && buy == 1'b1)  begin
      case (select)
        4'b0001: 
          if (money >= 12'd25 && stock1 > 0) begin
	    products[0] <= 1'b1; stock1 <= stock1 - 1'b1; money <= money - 12'd25;
	  end
        4'b0010:
          if (money >= 12'd75 && stock2 > 0) begin
            products[1] <= 1'b1; stock2 <= stock2 - 1'b1; money <= money - 12'd75;
          end
        4'b0100:
          if (money >= 12'd150 && stock3 > 0) begin
            products[2] <= 1'b1; stock3 <= stock3 - 1'b1; money <= money - 12'd150;
          end
        4'b1000:
          if (money >= 12'd200 && stock4 > 0) begin
            products[3] <= 1'b1; stock4 <= stock4 - 1'b1; money <= money - 12'd200;
          end
      endcase
    end
    else if (buy_prev == 1'b1 && buy == 1'b0) begin
      products[0] <= 1'b0; products[1] <= 1'b0; products[2] <= 1'b0;    products[3] <= 1'b0;
    end
    else begin
      if (stock1 == 4'b0) outofstock[0] <= 1'b1; else outofstock[0] <= 1'b0;
      if (stock2 == 4'b0) outofstock[1] <= 1'b1; else outofstock[1] <= 1'b0;
      if (stock3 == 4'b0) outofstock[2] <= 1'b1; else outofstock[2] <= 1'b0;
      if (stock4 == 4'b0) outofstock[3] <= 1'b1; else outofstock[3] <= 1'b0;
      case (load)
        4'b0001: stock1 <= 4'b1111;
        4'b0010: stock2 <= 4'b1111;
        4'b0100: stock3 <= 4'b1111;
        4'b1000: stock4 <= 4'b1111;
      endcase
    end
  end
endmodule
module debounce(clk,btn,btn_clr);
  input clk;
  input btn;
  output reg btn_clr;
  parameter delay = 650000;  
  integer count=0;
  reg xnew=0;
  always @(posedge clk) begin
    if (btn != xnew) begin 
      xnew <= btn; count <= 0; 
    end
    else if (count == delay) btn_clr <= xnew;
    else count <= count + 1;
  end 
endmodule
module binarytoBCD(binary,thos,huns,tens,ones);
  input [11:0] binary;
  output reg [3:0] thos, huns, tens, ones;
  reg [11:0] bcd_data=0;
  always @ (binary) begin
    bcd_data = binary;
    thos = bcd_data / 1000;
    bcd_data = bcd_data % 1000;
    huns = bcd_data / 100;
    bcd_data = bcd_data % 100;
    tens = bcd_data / 10;
    ones = bcd_data % 10;
  end
endmodule
module sevenseg_driver(clk,clr,in1,in2,in3,in4,seg,an);
  input clk;
  input clr;
  input [3:0] in1, in2, in3, in4;
  output reg [6:0] seg = 7'b0;
  output reg [3:0] an = 4'b0;
  wire [6:0] seg1, seg2, seg3, seg4;
  reg [12:0] segclk = 12'b0;
  localparam LEFT = 2'b00, MIDLEFT = 2'b01, MIDRIGHT = 2'b10, RIGHT = 2'b11;
  reg [1:0] state=LEFT;
  decoder_7seg disp1(in1,seg1);
  decoder_7seg disp2(in2,seg2);
  decoder_7seg disp3(in3,seg3);
  decoder_7seg disp4(in4,seg4);
  always @ (posedge clk) segclk <= segclk + 1'b1;
  always @(posedge segclk[2] or posedge clr) begin
    if (clr == 1) begin
      seg <= 7'b0000000;
      an <= 4'b0000;
      state <= LEFT;
    end
    else begin
      case(state)
        LEFT: begin seg <= seg1; an <= 4'b0111; state <= MIDLEFT; end
        MIDLEFT: begin seg <= seg2; an <= 4'b1011; state <= MIDRIGHT; end
        MIDRIGHT: begin seg <= seg3; an <= 4'b1101; state <= RIGHT; end
        RIGHT: begin seg <= seg4; an <= 4'b1110; state <= LEFT; end
      endcase
    end
  end
endmodule
module clkdown (clk, op_clk);
input clk;
output reg op_clk=0;
reg [10:0] temp=11'd0;
always @(posedge clk)
begin
if(temp==11'd4194303)
temp <= 11'd0;
else
temp <= temp +1'd1;
end
always@(posedge temp[10]) op_clk = ~op_clk;
endmodule
module decoder_7seg(in1,out1);
  input [3:0] in1;
  output reg [6:0] out1;
  always @ (in1)
    case (in1)
      4'b0000 : out1=7'b1000000;  
      4'b0001 : out1=7'b1111001;  
      4'b0010 : out1=7'b0100100;  
      4'b0011 : out1=7'b0110000;  
      4'b0100 : out1=7'b0011001;  
      4'b0101 : out1=7'b0010010;  
      4'b0110 : out1=7'b0000010;  
      4'b0111 : out1=7'b1111000;  
      4'b1000 : out1=7'b0000000;  
      4'b1001 : out1=7'b0010000;  
      4'b1010 : out1=7'b0001000;  
      4'b1011 : out1=7'b0000011;  
      4'b1100 : out1=7'b1000110;  
      4'b1101 : out1=7'b0100001;  
      4'b1110 : out1=7'b0000110;  
      4'b1111 : out1=7'b0001110;  
    endcase
endmodule
==> flow/run.sh <==
#!/bin/bash
# OpenROAD 26Q1-2900-gdf79404cd8, Yosys 0.63+post, stock flow scripts
make -C /OpenROAD-flow-scripts/flow DESIGN_CONFIG=/design/flow/config.mk WORK_HOME=/design/flow/orfs finish
==> flow/config.mk <==
export PLATFORM = sky130hd
export DESIGN_NAME = debounce
export DESIGN_NICKNAME = debounce
export VERILOG_FILES = /design/flow/design.v
export SDC_FILE = /design/flow/constraint.sdc
export NUM_CORES = 4
export LEC_CHECK = 1
export CORE_AREA = 10 10 98 98
export DIE_AREA = 0 0 108 108
==> flow/constraint.sdc <==
current_design debounce

set clk_period 4.8
set clk_io_pct 0.2

create_clock -name clk0 -period $clk_period [get_ports {clk}]

set non_clock_inputs [all_inputs -no_clocks]
set_input_delay [expr $clk_period * $clk_io_pct] -clock clk0 $non_clock_inputs
set_output_delay [expr $clk_period * $clk_io_pct] -clock clk0 [all_outputs]
==> flow_summary.yaml <==
# flow metrics
route:
  drt-pass1-iter-count: 4
  drt_iter0_drc: 101
  ant_nets: 0
  wl_per_cell_um: 10.2
  route.detailed.drc: 0
  route.vias.total: 1268
  routed_via_density: 4.31
  routed_wl_um: 3000
  n_antenna_cell: 0
grt:
  track_usage: 0.0546
  grt_pass1_wl_um: 5410
  gr-usage-met2: 0.0815
  grtUsageMet3: 0.0157
  antenna_found_initial: 0
  grt-busiest-layer: "met2"
  use_met1: 0.0775
  grt_max_degree: 35
  first_global_vias: 1175
  grt_overflow_total: 0
placement:
  gp_congestion: 0.824
  portBuffers: 2
  dp_hpwl_um: 2090
  preCtsSetupSlack_ns: 2.46
  place_area_um2: 1750
status:
  status: "completed"
worst_setup_path:
  critPathLaunch: "count[0]$_SDFFE_PP0P_"
  r2r_setup_slack_ns: 2.61
  endpoint_kind: "flip-flop"
  critPathKind: "reg -> reg"
  critPathMaxFanout: 6
  required_ns: 4.80
  cp.arrival_ns: 2.19
  worstSetupStartpointType: "flip-flop"
  timing.rr.start: "count[0]$_SDFFE_PP0P_"
synthesis:
  syn_inst: 185
  ys_seq_frac: 0.435
  yosys-top-cells-count: "dfxtp_1, nor2_1, xnor2_1"
  netlist_top_cells_area: "dfxtp_1, xnor2_1, nor2_1"
  ys_types: 29
  syn_avg_cell_area_um2: 8.70
  edf_count: 2
  synth_top_area_share: 0.398
  async_reset_ff_frac: 0
  synth_area_leader_cell: "dfxtp_1"
  synth_chip_area_um2: 1610
  ff_type: "dfxtp_1"
  ys_ff: 34
  yosysWarnings: 2
  ys_cells: 185
  synth.most_common_cell: "dfxtp_1"
  syn_area_um2: 1610
power:
  ir_drop_mv: 0.110
  power_uw: 542
  power_leakage_nw: 0.544
  power-per-cell-area_nw_per_um2: 296
sta:
  fin_crit_sh: 0.456
  tightest_slew_ns: 0.365
  fin_skew_ns: 0.00565
  period_minus_slack_ns: 2.19
  rsz0062_at_grt: "false"
  slew_violations: 0
  fin_ws_ns: 2.61
  fin_tns_setup_ns: 0
  relSlewSlack: 0.757
  max_clock_freq_ghz: 0.457
  setup_viol: 0
  hold_viol: 0
floorplanning:
  fp_util: 0.211
  ioPinCount: 3
  die_area_um2: 11700
  die_h_um: 108
  core_area_um2: 7650
  rows: 32
  die_width_um: 108
cts:
  clkTransAtPathRegs_ns: 0.07
  cts_root_buf: "clkbuf_8"
  worstSkewPairLatency_ns: 0.28
  cts_tree: "yes"
  cts_setup_buffers: 0
  htreeDepth: 2
  postCtsHoldBufs: 0
  cts_resized: 0
  cts_buffer_depth: 2
  numClockSinks: 34
  cts_made_buffers: 5
final_layout:
  fin_util: 0.240
  fill_cells: 809
  combGateArea_um2: 880
  final-seq-area_um2: 701
  drive_gt1_frac: 0.0677
  postLayoutCellArea_um2: 1830
  syn_to_final_growth_pct: 13.8
flow_run:
  drv_cap: 0
  warnings: 26
min_path:
  worstHoldStart: "count[6]$_SDFFE_PP0P_"
  min_path_type: "reg -> reg"
==> cells in the final DEF (no fill, tap or decap), types with 2 or more instances in the layout <==
cell	instances
o21ai_0	3
nand3_1	14
nand2_1	11
or3_1	4
a21oi_1	5
edfxtp_1	2
xor2_1	9
xnor2_1	17
nand4_1	9
and3_1	3
clkbuf_8	5
and4_1	5
clkdlybuf4s50_1	2
dfxtp_1	32
nor4_1	5
or4b_1	2
nor2_1	30
nor3_1	13
nor2_2	2
inv_1	4
ha_1	2
==> cell families (layout without fill, tap and decap cells) <==
kind of cell	count (synthesis)	after routing	share of synthesized area
AND-OR/OR-AND	9	9	0.0280
XOR/XNOR	27	27	0.147
adder cells (fa/ha/maj)	2	2	0.0155
buffers and inverters	8	15	0.0233
flip-flops	34	34	0.435
multiplexers	1	1	0.00622
AND/OR/NAND/NOR	104	104	0.345
==> registers in the layout, indices dropped and copies added, names as in the netlist <==
name     flops
count       32
xnew         1
btn_clr      1
==> cell type report <==
cell class	count	share of cell area
timing repair buffer	3	0.0150
tap	102	0.0697
sequential	34	0.383
inverter	4	0.00820
clock inverter	2	0.00478
multi-input combinational	143	0.480
clock buffer	6	0.0396
==> path summary, 6_finish.rpt <==
check | to | cells after the start
worst max-delay path | btn_clr$_DFFE_PP_ | 6
worst min-delay path | count[6]$_SDFFE_PP0P_ | 2
worst max register to register | btn_clr$_DFFE_PP_ | 6
worst min register to register | count[6]$_SDFFE_PP0P_ | 2
==> where the power goes <==
part / switching, mW / internal (mW) / total (mW) / leakage [nW]
Combinational: 0.0244 / 0.0151 / 0.0395 / 0.224
Clock: 0.101 / 0.0996 / 0.200 / 0.0426
Sequential: 0.00978 / 0.292 / 0.302 / 0.277
==> critical path: stages (launching register included) <==
cell and delay [ns]:
dfxtp_1 0.35, inv_1 0.10, ha_1 0.15, or4b_1 0.45
nor4_1 0.35, and4bb_4 0.35, nor2b_1 0.16
==> stage by stage <==
step | instances | hold slack (ns)
floorplan | 185 | 0.448
global placement | 286 | 0.501
detailed placement | 286 | 0.510
CTS | 294 | 0.519
global route | 294 | 0.562
finish | 294 | 0.516
==> per-layer routing <==
| layer | share of wire | up-vias |
|---|---|---|
| met4 | 0.025 | 0 |
| met1 | 0.52 | 589 |
| li1 | - | 662 |
| met2 | 0.42 | 10 |
| met3 | 0.031 | 7 |
| met5 | 0 | - |
No activity file was given, so power comes from the tool's default toggle rates.
